==> flow/design.v <==
module register_file (
    input [4:0] A1, A2, A3,  
    input [31:0] WD3,  
    input WE,  
    output reg [31:0] RD1, RD2,  
    input clk
);
reg [31:0] register [0:31];  
initial
begin
    register[0] = 32'h0;
end
always @ (posedge clk)
begin
    if (WE)
        begin
            register[A3] <= WD3;  
        end
end
always @ (*)
begin
    RD1 = register[A1];  
    RD2 = register[A2];  
end
endmodule
==> flow/run.sh <==
#!/bin/bash
# OpenROAD 26Q1-2900-gdf79404cd8, Yosys 0.63+post, stock flow scripts
make -C /OpenROAD-flow-scripts/flow DESIGN_CONFIG=/design/flow/config.mk WORK_HOME=/design/flow/orfs finish
==> flow/config.mk <==
export PLATFORM = sky130hd
export DESIGN_NAME = register_file
export DESIGN_NICKNAME = register_file
export VERILOG_FILES = /design/flow/design.v
export SDC_FILE = /design/flow/constraint.sdc
export NUM_CORES = 4
export LEC_CHECK = 1
export CORE_UTILIZATION = 40
==> flow/constraint.sdc <==
current_design register_file

set clk_period 5.1
set clk_io_pct 0.2

create_clock -name clk0 -period $clk_period [get_ports {clk}]

set non_clock_inputs [all_inputs -no_clocks]
set_input_delay [expr $clk_period * $clk_io_pct] -clock clk0 $non_clock_inputs
set_output_delay [expr $clk_period * $clk_io_pct] -clock clk0 [all_outputs]
==> results.sh <==
# physical design summary
export IMPL_synth_area_leader_cell="edfxtp_1"
export IMPL_cp_endpoint="RD2[2]"
export IMPL_fp_row_count=127
export IMPL_synthFlopType="edfxtp_1"
export IMPL_edff_count_synth=1024
export IMPL_switching_share=0.231
export IMPL_setup_viol_count_final=0
export IMPL_tritoncts="done"
export IMPL_layout_area_overhead_vs_synth_pct=15.6
export IMPL_syn_area_per_cell_sq_um=14.4
export IMPL_worst_slew_pin_slew_ns=0.834
export IMPL_holdCritPathClass="primary input to flip-flop"
export IMPL_critical_path_startpoint="A2[2]"
export IMPL_final_design_area_no_fill_sq_um=56400
export IMPL_headroom_to_the_max_slew_limit=0.442
export IMPL_grt_use_total=0.258
export IMPL_total_number_of_clock_tree_sinks=1024
export IMPL_cts_hold_buffers_added=0
export IMPL_dp_final_hpwl_mm=88.0
export IMPL_chipHeight_um=351
export IMPL_syn_inst=3386
export IMPL_h_tree_lvl_count=3
export IMPL_fp_utilization=0.405
export IMPL_fraction_of_layout_instances_using_a_drive_strength_above_1=0.112
export IMPL_synthesis_yosys_warnings=1
export IMPL_fp_dieArea_sq_um=123000
export IMPL_slew_violations=0
export IMPL_worstSetupStartpointType="primary input"
export IMPL_yosysUniqueCellTypes=23
export IMPL_detailedRoute_firstPassIterationCount=5
export IMPL_hold_viol_final=0
export IMPL_reg_largest_list="register x1024"
export IMPL_int_pwr_mw=14.3
export IMPL_layout_core_utilization=0.468
export IMPL_routed_via_count=30810
export IMPL_postPlaceCellArea_sq_um=53100
export IMPL_clk_path_buf_depth=3
export IMPL_drc=0
export IMPL_width_of_the_die_um=351
export IMPL_final_min_clock_period_ns=4.83
export IMPL_power_leakage_nw=20.7
export IMPL_max_cap_viol_count=0
export IMPL_clock_fmax_ghz=0.207
export IMPL_post_layout_total_power_mw=18.6
export IMPL_max_vdd_ir_drop_mv=0.262
export IMPL_portion_of_synthesized_cell_area_occupied_by_the_leading_cell_type=0.630
export IMPL_power_density_nw_per_um2=329
export IMPL_ys_seq_elements=1024
export IMPL_required_time_of_the_critical_path_ns=4.08
export IMPL_ioPinCount=113
export IMPL_largest_reg_flops=1024
export IMPL_postRouteAntennaNets=0
export IMPL_rsz0062_at_grt="no"
export IMPL_crit_arrival_ns=3.81
export IMPL_critPathCaptureType="output pin"
export IMPL_routed_wl_mm=148
export IMPL_path_max_fanout=37
export IMPL_cts_inserted_buffers=105
export IMPL_common_cells="1024 x edfxtp_1, 1024 x mux2i_1, 195 x nand2_1, 194 x nand3_1"
export IMPL_grt_antenna_before_repair=7
export IMPL_tool_warnings=26
export IMPL_port_buffers=112
export IMPL_crit_type="primary input to output pin"
export IMPL_gp_routability_congestion=0.887
export IMPL_grt_start_max_net_pins=63
export IMPL_synth_cell_area_sq_um=48800
export IMPL_coreArea_sq_um=120000
export IMPL_cts_post_setup_buffers_inserted=0
export IMPL_ys_seq_share=0.630
export IMPL_share_clk_of_total_power=0.397
export IMPL_outcome="completed"
export IMPL_pwr_share_comb=0.097
export IMPL_ctsRootBufferMaster="clkbuf_16"
export IMPL_post_cts_resized_instances=0
export IMPL_power_share_sequential=0.506
export IMPL_totalNegativeSetupSlack_ns=0
export IMPL_ys_area_sq_um=48800
export IMPL_global_route_overflow_total=0
export IMPL_synth_top_cells_by_area="edfxtp_1 63%, mux2i_1 21%, a22oi_1 3.0%"
export IMPL_grt_first_pass_wirelength_mm=214
export IMPL_drt_initial_drc_count=1876
export IMPL_top_reg_by_flops="register"
export IMPL_first_global_vias=32015
export IMPL_cts_reportedPaths_clkPinSlew_ns=0.06
export IMPL_yosysCellCount=3386
export IMPL_final_clock_period_utilization_by_the_worst_path=0.946
export IMPL_async_reset_ff_frac=0
export IMPL_routed_wire_length_per_instance_um=28.1
export IMPL_switching_power_mw=4.28
export IMPL_route_detailed_vias_per_inst=5.85
==> how the worst min path moves through the flow <==
stage | startpoint | endpoint | slack [ns] | cells past startpoint
5_1_grt | WD3[30] | register[25][30] | 1.17 | 2
6_report | WD3[6] | register[14][6] | 1.17 | 2
4_1_cts | WD3[1] | register[30][1] | 1.13 | 2
==> critical path: stages <==
cell and delay [ns]:
clkdlybuf4s50_1 0.64, nor2b_4 0.24, buf_12 0.19, buf_12 0.28
a22o_1 0.18, nor3_1 0.06, a31oi_1 0.28, nand3_1 0.37
clkdlybuf4s50_1 0.51
==> power by group through the flow <==
| stage | logic (mW) | registers (mW) | clock network (mW) |
|---|---|---|---|
| final | 1.80 | 9.40 | 7.37 |
| after global routing | 1.92 | 9.41 | 7.77 |
| after CTS | 1.80 | 9.40 | 7.49 |
==> layout make-up <==
| class | count | area [sq um] |
|---|---|---|
| Timing Repair Buffer | 325 | 3580 |
| Fill cell | 10358 | 64100 |
| Clock inverter | 59 | 464 |
| Multi-Input combinational cell | 2109 | 16800 |
| Clock buffer | 131 | 2790 |
| Sequential cell | 1024 | 30700 |
| Tap cell | 1612 | 2020 |
| Antenna cell | 4 | 10.0 |
==> per-layer routing <==
metal | share of wire | track usage
met1 | 0.37 | 0.341
met2 | 0.46 | 0.380
met3 | 0.13 | 0.144
met4 | 0.036 | 0.0749
met5 | 0.00028 | 0.000392
==> logic make-up after synthesis <==
logic type	after synthesis	share of synthesized area
AND-OR/OR-AND	576	0.0804
buffers and inverters	253	0.0321
flip-flops	1024	0.630
multiplexers	1024	0.210
AND/OR/NAND/NOR	509	0.0471
==> per-stage QoR <==
stage | std cells | hold WS (ns) | setup WS (ns)
6_report | 5264 | 1.17 | 0.273
5_1_grt | 5263 | 1.17 | 0.153
3_5_place_dp | 5070 | 1.85 | 0.344
4_1_cts | 5260 | 1.13 | 0.333
2_1_floorplan | 3386 | 1.12 | 1.65
3_3_place_gp | 5070 | 1.85 | 0.326
==> cells in the final DEF (no fill, tap or decap), drive strengths merged, types with 5 or more instances in the layout <==
master,Yosys,routed
nor2,35,35
nand3,194,194
a22o,128,128
nand2,195,195
a22oi,192,192
a21oi,192,192
nor3,64,64
buf,163,215
a31oi,64,64
clkdlybuf4s50,0,110
clkbuf,90,131
nand3b,5,5
mux2i,1024,1024
bufinv,0,7
edfxtp,1024,1024
clkinv,0,48
Power is estimated from default activity; no workload was simulated.
