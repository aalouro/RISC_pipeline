$ cat flow/run.sh
#!/bin/bash
# OpenROAD 26Q1-2900-gdf79404cd8, Yosys 0.63+post, stock flow scripts
make -C /OpenROAD-flow-scripts/flow DESIGN_CONFIG=/design/flow/config.mk WORK_HOME=/design/flow/orfs finish
$ cat flow/constraint.sdc
current_design data_memory

set clk_period 53.3
set clk_io_pct 0.2

create_clock -name clk0 -period $clk_period [get_ports {clk}]

set non_clock_inputs [all_inputs -no_clocks]
set_input_delay [expr $clk_period * $clk_io_pct] -clock clk0 $non_clock_inputs
set_output_delay [expr $clk_period * $clk_io_pct] -clock clk0 [all_outputs]
$ cat flow/design.v
module data_memory (
    input clk,
    input [31:0] A,  
    input [31:0] WD,  
    input WE,  
    output [31:0] RD  
);
reg [31:0] Memory_cell [0:63];  
initial
begin
    Memory_cell[0] = 32'h1;
    Memory_cell[1] = 32'h2;
    Memory_cell[2] = 32'h3;
    Memory_cell[3] = 32'h4;
    Memory_cell[4] = 32'h5;
    Memory_cell[5] = 32'h6;
    Memory_cell[6] = 32'h7;
    Memory_cell[7] = 32'h8;
    Memory_cell[8] = 32'h9;
    Memory_cell[9] = 32'hA;
    Memory_cell[10] = 32'hb;
    Memory_cell[11] = 32'hc;
    Memory_cell[12] = 32'hd;
    Memory_cell[13] = 32'he;
    Memory_cell[14] = 32'hf;
    Memory_cell[15] = 32'h10;
    Memory_cell[16] = 32'h11;
    Memory_cell[17] = 32'h12;
    Memory_cell[18] = 32'h13;
    Memory_cell[19] = 32'h14;
    Memory_cell[20] = 32'h15;
    Memory_cell[21] = 32'h16;
    Memory_cell[22] = 32'h17;
    Memory_cell[23] = 32'h18;
    Memory_cell[24] = 32'h19;
    Memory_cell[25] = 32'h01a;
    Memory_cell[26] = 32'h01b;
    Memory_cell[27] = 32'h01c;
    Memory_cell[28] = 32'h1d;
    Memory_cell[29] = 32'h01e;
    Memory_cell[30] = 32'h01f;
    Memory_cell[31] = 32'h20;
    Memory_cell[32] = 32'h21;
    Memory_cell[33] = 32'h22;
    Memory_cell[34] = 32'h23;
    Memory_cell[35] = 32'h24;
    Memory_cell[36] = 32'h25;
    Memory_cell[37] = 32'h26;
    Memory_cell[38] = 32'h27;
    Memory_cell[39] = 32'h28;
    Memory_cell[40] = 32'h29;
    Memory_cell[41] = 32'h02a;
    Memory_cell[42] = 32'h02b;
    Memory_cell[43] = 32'h02c;
    Memory_cell[44] = 32'h02d;
    Memory_cell[45] = 32'h02e;
    Memory_cell[46] = 32'h02f;
    Memory_cell[47] = 32'h030;
    Memory_cell[48] = 32'h031;
    Memory_cell[49] = 32'h032;
    Memory_cell[50] = 32'h33;
    Memory_cell[51] = 32'h034;
    Memory_cell[52] = 32'h035;
    Memory_cell[53] = 32'h036;
    Memory_cell[54] = 32'h037;
    Memory_cell[55] = 32'h038;
    Memory_cell[56] = 32'h039;
    Memory_cell[57] = 32'h03a;
    Memory_cell[58] = 32'h03b;
    Memory_cell[59] = 32'h03c;
    Memory_cell[60] = 32'h3d;
    Memory_cell[61] = 32'h03e;
    Memory_cell[62] = 32'h03f;
    Memory_cell[63] = 32'h040;
end
always @ (negedge clk)
begin
    if(WE)
    begin
        Memory_cell[A] <= WD;  
    end
end
assign RD = Memory_cell[A];  
endmodule
$ cat flow/config.mk
export PLATFORM = sky130hd
export DESIGN_NAME = data_memory
export DESIGN_NICKNAME = data_memory
export VERILOG_FILES = /design/flow/design.v
export SDC_FILE = /design/flow/constraint.sdc
export NUM_CORES = 4
export LEC_CHECK = 1
export CORE_UTILIZATION = 50
==> impl_metrics.csv <==
group,metric,value,unit
outcome,outcome,"completed",
timing,hold_viol,0,
power,vdd_drop_max,0.0327,mV
cells_and_area,regMostFlops,"Memory_cell",
place,dp_cells,6422,
synthesis,async_flop_share,0,
cells_and_area,largest_register_ffs,2048,
clock_tree,clockBufferDepth,3,
synthesis,ys_area,77800,um^2
power,power.density,42.2,nW/um^2
clock_tree,hold_buffers,0,
clock_tree,clock-sinks,2048,
clock_tree,postCtsResizedCells,0,
power,p_leak,0.0390,uW
drt,drt_iter0_drc,3180,
setup_path,setup.worst_path.class,"reg -> out",
timing,final-setup-viol-count,0,
clock_tree,cts_buffers,212,
clock_tree,tritoncts,"built",
synthesis,syn-cell-area,77800,um^2
clock_tree,path_clk_slew,0.03,ns
drt,wl_per_cell,25.1,um
drt,antenna_left,0,
power,power_switching_share,0.272,
drt,drc,0,
die,die_x,396,um
setup_path,critPathMaxFanout,1,
timing,grt_setup_unrepaired,"false",
timing,tightestPinTransition,0.943,ns
drt,via_per_inst,5.69,
cells_and_area,reg.largest.list,"Memory_cell: 2048 flops",
grt,grt_pass1_wl,325,mm
place,hpwl,119,mm
die,core,154000,um^2
die,pin_count,98,
synthesis,edf_count,2048,
drt,first_pass_iters,22,
setup_path,start_kind,"flop",
job,warnings,1053,
grt,grt-ovfl-total,0,
cells_and_area,final_layout_top_logic_cells,"inv_1 (2108), edfxtp_1 (2048), a221oi_1 (339)",
synthesis,syn-instance-count,4457,
power,clkPwrFrac,0.512,
power,total_power,4070,uW
cells_and_area,layout-drive-gt1-share,0.109,
drt,vias,50438,
synthesis,yosysSeqAreaShare,0.791,
grt,grt_max_degree,84,
timing,slew_violations,0,
clock_tree,cts_root_buf,"clkbuf_16",
job,maxCapViolCount,0,
power,p_int,2960,uW
grt,antenna_found_initial,10,
grt,grt_usage,0.321,
clock_tree,cts_setup_buffers,0,
synthesis,synth_warnings,1,
timing,tns,0,ns
place,port_buffers,71,
synthesis,ys_ff,2048,
place,gp_congestion,0.871,
die,die_area,157000,um^2
synthesis,yosys_cells,4457,
die,initial_utilization,0.504,
power,combPwrFrac,0.045,
grt,grt_pass1_vias,56413,
cells_and_area,areaGrowthSynthToFinish,23.9,%
clock_tree,htree_levels,4,
setup_path,critical_path_arrival,30.58,ns
synthesis,synth_cell_type_count,49,
drt,wirelength,222,mm
synthesis,avgSynthCellArea,17.5,um^2
power,seq_power_share,0.443,
die,row_count,144,
setup_path,endpoint_kind,"output port",
min_path,min_path_type,"in -> out",
setup_path,cp_data_required_time,42.64,ns
timing,relSlewSlack,0.370,
die,die_h,396,um
synthesis,ff_type,"edfxtp_1",
cells_and_area,lay_top_count,"inv_1",
power,switchingPower,1110,uW
cells_and_area,finalNonFillerCells,8861,
layer usage:
metal,GRT usage,vias up,part of all wire
met5,0.0185,-,0.0017
met2,0.421,3101,0.46
met4,0.119,16,0.024
li1,-,22865,-
met3,0.289,382,0.18
met1,0.388,24074,0.33
cells by family after synthesis:
group,after synthesis,synth area share
AND-OR/OR-AND,1269,0.116
multiplexers,317,0.0474
AND/OR/NAND/NOR,481,0.0267
buffers and inverters,342,0.0194
flip-flops,2048,0.791
through the flow:
stage          setup WS [ns]  utilization  area (um^2)  hold slack [ns]
2_1_floorplan          12.86            -        77800            21.58
3_3_place_gp           12.29        0.528        81500            22.70
3_5_place_dp           12.27        0.528        81500            22.68
4_1_cts                12.11        0.625        96400            22.68
5_1_grt                11.84        0.625        96400            22.77
6_report               12.06        0.625        96400            22.72
critical path, stage by stage (launching register included):
cell and delay [ns]:
edfxtp_1 0.35, a221oi_1 0.29, nor3_1 0.10, nor3_1 0.63, o2111ai_1 0.65, or3_1 0.66
clkdlybuf4s50_1 0.47
final timing paths:
check | from | end | slack [ns] | cells after the start
max | Memory_cell[54][15] | RD[15] | 12.06 | 6
min | A[0] | RD[1] | 22.72 | 5
final cells by class:
| class | instances | area [um^2] |
|---|---|---|
| Antenna cell | 3 | 7.51 |
| Inverter | 2 | 17.5 |
| Clock inverter | 2217 | 9400 |
| Sequential cell | 2048 | 61500 |
| Tap cell | 2044 | 2560 |
| Clock buffer | 220 | 5510 |
| Timing Repair Buffer | 260 | 2020 |
| Fill cell | 10838 | 57900 |
| Multi-Input combinational cell | 2067 | 15400 |
power by group through the flow:
stage	registers, uW	logic, uW	clock network [uW]
after CTS	1800	182	2150
after global routing	1800	197	2340
final	1800	183	2090
Yosys cell counts, drive strengths merged (15+ instances only):
cell type / instances / share of area
mux4: 34 / 0.0098
o21ai: 226 / 0.015
nor2: 207 / 0.010
edfxtp: 2048 / 0.79
or4: 16 / 0.0015
a211oi: 28 / 0.0027
a21oi: 152 / 0.0098
nor3: 31 / 0.0020
a22oi: 267 / 0.026
buf: 165 / 0.011
a22o: 38 / 0.0043
o211ai: 18 / 0.0017
o22ai: 115 / 0.0092
a222oi: 15 / 0.0019
mux2i: 214 / 0.028
a221oi: 339 / 0.038
o2111ai: 15 / 0.0017
clkbuf: 174 / 0.0084
or3: 15 / 0.0012
mux2: 69 / 0.010
nand3: 21 / 0.0014
nand2: 158 / 0.0076
No activity file was given, so power comes from the tool's default toggle rates.
