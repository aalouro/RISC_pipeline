===== ./design.v =====
module InstructionFetch (
    input clk,
    input rst,
    input [31:0] branchOffset,  
    input zeroFlag,  
    input branchFlag,  
    output [31:0] inst,  
    output reg flush  
);
wire [31:0] PC;
reg [31:0] next_PC;
wire[31:0] wireNext_PC;
assign wireNext_PC = next_PC;
instruction_memory IMemory (
    .A(PC),  
    .RD(inst)  
);
PC pc (
    .rst(rst),
    .clk(clk),
    .next_PC(wireNext_PC),  
    .PC(PC)  
);
always @ (*)
begin
    if ((branchFlag == 1) & (zeroFlag == 1))
    begin
        next_PC = PC + branchOffset;
        flush = 1;
    end
    else
    begin
        next_PC = PC + 4;
        flush = 0;
    end
end
endmodule
module PC (
    input clk, rst,
    input [31:0] next_PC,
    output reg [31:0] PC
);
always @ (posedge clk or posedge rst)
begin
    if(rst) PC <= 32'h0; else
    PC <= next_PC;
end
endmodule
module instruction_memory (
    input [31:0] A,  
    output reg [31:0] RD  
);
reg [31:0] instruction [0:63];  
wire [29:0] aux;
assign aux = A [31:2];
initial begin
    instruction [0] = 32'h00000293;
    instruction [2] = 32'h01000313;
    instruction [3] = 32'h00028383;
    instruction [4] = 32'h0002ce03;
    instruction [5] = 32'h00229e83;
    instruction [6] = 32'h00229e83;
    instruction [7] = 32'h0022df03;
    instruction [8] = 32'h0042af83;
    instruction [9] = 32'h00730023;
    instruction [10] = 32'h01c300a3;
    instruction [11] = 32'h01d31123;
    instruction [12] = 32'h01e31223;
    instruction [13] = 32'h01f32423;
    instruction [14] = 32'h07f00393;
    instruction [15] = 32'h00730623;
    instruction [16] = 32'hffe00e13;
    instruction [17] = 32'h01c31723;
    instruction [18] = 32'hfa0008e3;
end
always @ (*)
begin
    RD = instruction[aux];  
end
endmodule

===== ./run.sh =====
#!/bin/bash
# OpenROAD 26Q1-2900-gdf79404cd8, Yosys 0.63+post, stock flow scripts
make -C /OpenROAD-flow-scripts/flow DESIGN_CONFIG=/design/flow/config.mk WORK_HOME=/design/flow/orfs finish

===== ./config.mk =====
export PLATFORM = sky130hd
export DESIGN_NAME = InstructionFetch
export DESIGN_NICKNAME = InstructionFetch
export VERILOG_FILES = /design/flow/design.v
export SDC_FILE = /design/flow/constraint.sdc
export NUM_CORES = 4
export LEC_CHECK = 1
export CORE_AREA = 10 10 101 101
export DIE_AREA = 0 0 111 111

===== ./constraint.sdc =====
current_design InstructionFetch

set clk_period 3.5
set clk_io_pct 0.2

create_clock -name clk0 -period $clk_period [get_ports {clk}]

set non_clock_inputs [all_inputs -no_clocks]
set_input_delay [expr $clk_period * $clk_io_pct] -clock clk0 $non_clock_inputs
set_output_delay [expr $clk_period * $clk_io_pct] -clock clk0 [all_outputs]

==> insert_results.sql <==
-- implementation run metrics
INSERT INTO impl_metrics (metric_group, metric, value, unit) VALUES
('logic_synthesis', 'netlist_area', '1090', 'sq um'),
('routing', 'drc_viols', '0', ''),
('run', 'maxCapViolations', '0', ''),
('logic_synthesis', 'synth-warning-count', '3', ''),
('setup_path', 'critical_path.reg2reg.startpoint', 'pc.PC[3]$_DFF_PP0_', ''),
('sta', 'report.final.hold_viol_count', '0', ''),
('hold_path', 'min_path_type', 'reg -> reg', ''),
('power_and_ir_drop', 'power.leakage', '0.654', 'nW'),
('power_and_ir_drop', 'power_switching_share', '41.3', '%'),
('setup_path', 'startpoint', 'pc.PC[3]$_DFF_PP0_', ''),
('power_and_ir_drop', 'power-per-cell-area', '943', 'nW/um^2'),
('floorplan', 'pin_count', '69', ''),
('logic_synthesis', 'top_area_share', '16.1', '%'),
('routing', 'detailroute.via_count', '1146', ''),
('power_and_ir_drop', 'clock_power_share', '7.6', '%'),
('routing', 'drt_wl_total', '3310', 'um'),
('setup_path', 'critical_path.reg2reg.endpoint', 'pc.PC[5]$_DFF_PP0_', ''),
('power_and_ir_drop', 'vdd_drop_max', '0.191', 'mV'),
('setup_path', 'path_max_fanout', '10', ''),
('logic_synthesis', 'synth.avg_cell_area', '7.23', 'sq um'),
('cells_and_area', 'largest_register_ffs', '7', ''),
('cells_and_area', 'final_cell_area', '1560', 'sq um'),
('global_routing', 'globalRouteTotalUtil', '5.22', '%'),
('floorplan', 'die_area', '12300', 'sq um'),
('sta', 'finalSetupTns', '0', 'ns'),
('power_and_ir_drop', 'power', '1.47', 'mW'),
('power_and_ir_drop', 'internal_power_component', '0.864', 'mW'),
('place', 'placedCellCount', '282', ''),
('floorplan', 'dieWidth', '111', 'um'),
('sta', 'report.final.setup_viol', '0', ''),
('power_and_ir_drop', 'switchingPower', '0.608', 'mW'),
('run', 'log.warning_count', '55', ''),
('setup_path', 'critPathArrivalTime', '2.33', 'ns'),
('power_and_ir_drop', 'p_comb_share', '76.9', '%'),
('routing', 'drt.antenna.violating_nets', '0', ''),
('sta', 'unrepaired_setup_endpoints_after_global_routing', 'no', ''),
('cells_and_area', 'instances_no_fill', '286', ''),
('logic_synthesis', 'area_leaders', 'sky130_fd_sc_hd__dfrtp_1 (16%), sky130_fd_sc_hd__ha_1 (15%), sky130_fd_sc_hd__buf_4 (6.9%)', ''),
('global_routing', 'first_global_vias', '1130', ''),
('place', 'place_area', '1520', 'sq um'),
('setup_path', 'crit_path_end', 'inst[7]', ''),
('clocking', 'clock_sinks', '7', ''),
('clocking', 'clock_tree.root_cell', 'sky130_fd_sc_hd__clkbuf_8', ''),
('logic_synthesis', 'post-synth-top-area-cell', 'sky130_fd_sc_hd__dfrtp_1', ''),
('global_routing', 'grt_overflow_total', '0', ''),
('floorplan', 'initCoreUtil', '13.4', '%'),
('global_routing', 'pin_count_of_the_biggest_net_entering_global_routing', '22', ''),
('sta', 'maxSlewHeadroom', '58.1', '%'),
('status', 'status', 'finished, final reports clean', ''),
('logic_synthesis', 'yosys-stat-area', '1090', 'sq um'),
('place', 'placement.io_buffers', '37', ''),
('floorplan', 'die.size.y', '111', 'um'),
('setup_path', 'crit_path_end_kind', 'output port', ''),
('sta', 'timing_worst_slew_pin_value', '0.628', 'ns'),
('cells_and_area', 'registers.top_by_ff_count', 'pc.PC', ''),
('clocking', 'clk_latency', '0.23', 'ns'),
('global_routing', 'wire_length_of_the_first_global_routing_pass', '5630', 'um'),
('routing', 'avgRoutedWirePerCell', '11.6', 'um'),
('routing', 'antenna-diode-count', '0', ''),
('sta', 'hold-worst-slack', '0.517', 'ns'),
('cells_and_area', 'postLayoutCoreUtil', '19.2', '%'),
('logic_synthesis', 'ys_cells', '151', ''),
('clocking', 'cts.repair.resized', '0', ''),
('sta', 'post-route-period-util', '86.6', '%'),
('routing', 'drt-vias-per-instance', '4.01', ''),
('place', 'dpl_worst_slack', '0.711', 'ns'),
('sta', 'clock.fmax', '330', 'MHz'),
('power_and_ir_drop', 'share_seq_of_total_power', '15.5', '%'),
('sta', 'finalCriticalPeriod', '3.03', 'ns'),
('cells_and_area', 'layout_top_registers', 'pc.PC x7', ''),
('setup_path', 'start_kind', 'flop', '');
## worst min path at each step
stage / start / endpoint / slack, ns / cells after the start
after CTS: pc.PC[0]$_DFFE_PP0P_ / pc.PC[0]$_DFFE_PP0P_ / 0.52 / 1
final: pc.PC[0]$_DFFE_PP0P_ / pc.PC[0]$_DFFE_PP0P_ / 0.52 / 1
after global routing: pc.PC[0]$_DFFE_PP0P_ / pc.PC[0]$_DFFE_PP0P_ / 0.56 / 1
## cells in the mapped netlist
library cell               number
sky130_fd_sc_hd__a21oi_1       14
sky130_fd_sc_hd__nor3b_1        1
sky130_fd_sc_hd__mux2i_1        2
sky130_fd_sc_hd__o211ai_1       2
sky130_fd_sc_hd__clkbuf_1       2
sky130_fd_sc_hd__o21bai_1       1
sky130_fd_sc_hd__or3_1          1
sky130_fd_sc_hd__buf_2          5
sky130_fd_sc_hd__nor4bb_1       1
sky130_fd_sc_hd__a21o_1         4
sky130_fd_sc_hd__nand4_1        1
sky130_fd_sc_hd__nor2b_1        2
sky130_fd_sc_hd__a2111o_1       2
sky130_fd_sc_hd__a311o_1        1
sky130_fd_sc_hd__a31o_2         1
sky130_fd_sc_hd__mux2_2         2
sky130_fd_sc_hd__o21ai_0       15
sky130_fd_sc_hd__nand2_1       16
sky130_fd_sc_hd__buf_4         10
sky130_fd_sc_hd__nand3_1        7
sky130_fd_sc_hd__o21a_1         2
sky130_fd_sc_hd__ha_1          13
sky130_fd_sc_hd__fa_1           1
sky130_fd_sc_hd__and3_1         2
sky130_fd_sc_hd__conb_1         2
sky130_fd_sc_hd__xnor2_1        2
sky130_fd_sc_hd__a31o_1         1
sky130_fd_sc_hd__and4_1         1
sky130_fd_sc_hd__nor3_1         3
sky130_fd_sc_hd__dfrtp_1        7
sky130_fd_sc_hd__xor2_1         2
sky130_fd_sc_hd__nor2_1        12
sky130_fd_sc_hd__inv_1          9
sky130_fd_sc_hd__nand2b_1       4
## power groups by stage
stage / Sequential (mW) / Combinational [mW] / Clock [mW]
4_1_cts: 0.227 / 1.15 / 0.116
5_1_grt: 0.244 / 1.28 / 0.122
6_report: 0.228 / 1.13 / 0.112
## final cells by class
| type | instances | area [sq um] |
|---|---|---|
| inverter | 9 | 33.8 |
| clock buffer | 4 | 45.0 |
| sequential | 7 | 175 |
| fill | 893 | 6570 |
| tap | 105 | 131 |
| multi-input combinational | 122 | 790 |
| timing repair buffer | 39 | 385 |
## cell usage in the layout (no fill, tap or decap), drive strengths merged, types with 3 or more instances in the layout
master / Yosys / layout
clkdlybuf4s50: 0 / 37
nand2: 16 / 16
o21ai: 15 / 15
a21oi: 14 / 14
ha: 13 / 13
nor2: 12 / 12
inv: 9 / 9
nand3: 7 / 7
dfrtp: 7 / 7
conb: 2 / 6
a21o: 4 / 4
nand2b: 4 / 4
clkbuf: 2 / 4
nor3: 3 / 3
## worst max-delay path: stages, from the launching register on
cell and delay, ns:
sky130_fd_sc_hd__dfrtp_1 0.49, sky130_fd_sc_hd__inv_1 0.18, sky130_fd_sc_hd__ha_1 0.33, sky130_fd_sc_hd__nor2b_1 0.27
sky130_fd_sc_hd__o21ai_0 0.10, sky130_fd_sc_hd__o21ai_0 0.12, sky130_fd_sc_hd__o21a_1 0.13, sky130_fd_sc_hd__clkdlybuf4s50_1 0.48
## layer usage
layer | up-vias | wire [um] | GRT usage [%]
met2 | 36 | 1520 | 8.37
met1 | 536 | 1600 | 7.21
met5 | - | 0 | 0
met3 | 2 | 155 | 1.09
met4 | 0 | 36 | 0.608
li1 | 572 | - | -
## kinds of logic after synthesis
family	share of synthesized area (%)
AND/OR/NAND/NOR	22.4
AND-OR/OR-AND	24.1
buffers and inverters	13.0
adder cells (fa/ha/maj)	16.7
flip-flops	16.1
XOR/XNOR	3.21
multiplexers	3.90
other	0.688
Power is estimated from default activity; no workload was simulated.
